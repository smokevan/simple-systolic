==> design/flow/run.sh <==
#!/bin/bash
# OpenROAD 26Q1-2900-gdf79404cd8, Yosys 0.63+post, stock flow scripts
make -C /OpenROAD-flow-scripts/flow DESIGN_CONFIG=/design/flow/config.mk WORK_HOME=/design/flow/orfs finish
==> design/flow/config.mk <==
export PLATFORM = sky130hd
export DESIGN_NAME = systolic_pe
export DESIGN_NICKNAME = systolic_pe
export VERILOG_FILES = /design/flow/design.v
export SDC_FILE = /design/flow/constraint.sdc
export NUM_CORES = 4
export LEC_CHECK = 1
export CORE_UTILIZATION = 30
==> design/flow/constraint.sdc <==
current_design systolic_pe

set clk_period 6.7
set clk_io_pct 0.2

create_clock -name clk0 -period $clk_period [get_ports {clk}]

set non_clock_inputs [all_inputs -no_clocks]
set_input_delay [expr $clk_period * $clk_io_pct] -clock clk0 $non_clock_inputs
set_output_delay [expr $clk_period * $clk_io_pct] -clock clk0 [all_outputs]
==> design/flow/design.v <==
`default_nettype none
module systolic_pe(
  clk, reset, cntrl,
  i_stb, o_stb, i_busy, o_busy,
  data_in, weight_in, acc_in,
  acc_out, data_out, weight_out
);
  parameter data_size = 8;
  parameter acc_width = 32;
  input wire clk;
  input wire reset;
  input wire cntrl;
  input wire i_stb;
  input wire i_busy;
  input [data_size - 1:0] data_in;
  input [data_size - 1:0] weight_in;
  input [acc_width - 1:0] acc_in;
  output reg [acc_width - 1:0] acc_out;
  output reg [data_size - 1:0] data_out;
  output reg [data_size - 1:0] weight_out;
  output reg o_stb;
  output reg o_busy;
  reg [data_size + data_size - 1:0] mul_result; 
  reg [acc_width - 1:0] acc_reg;                 
  reg [data_size - 1:0] weight_reg;
  reg [data_size - 1:0] data_reg;
  localparam IDLE = 3'b000;
  localparam PROCESSING1 = 3'b001;
  localparam PROCESSING2 = 3'b010;
  localparam PROCESSING3 = 3'b011;
  localparam OUTPUT_READY = 3'b100;
  reg [2:0] state;
  always @(posedge clk) begin
    if (reset) begin
      o_stb <= 1'b0;
      o_busy <= 1'b0;
      acc_reg <= 0;
      mul_result <= 0;
      weight_reg <= 0;
      data_reg <= 0;
      state <= IDLE;
      acc_out <= 0;
      data_out <= 0;
      weight_out <= 0;
    end
    else begin
      case (state)
        IDLE: begin
          o_stb <= 1'b0;   
          if (i_stb) begin
            data_reg <= data_in;
            weight_reg <= weight_in;
            acc_reg <= acc_in;
            o_busy <= 1'b1;   
            state <= PROCESSING1;
          end
          else begin
            o_busy <= 1'b0;   
          end
        end
        PROCESSING1: begin
          mul_result <= data_reg * weight_reg;          
          state <= PROCESSING2;
        end
        PROCESSING2: begin
          acc_reg <= acc_in + mul_result;   
          state <= PROCESSING3;
        end
        PROCESSING3: begin
          acc_out <= acc_reg;  
          data_out <= data_reg;  
          weight_out <= weight_reg;  
          o_stb <= 1'b1;   
          state <= OUTPUT_READY;  
        end
        OUTPUT_READY: begin
          if (!i_busy) begin
            o_stb <= 1'b0;
            if (i_stb) begin
              data_reg <= data_in;
              weight_reg <= weight_in;
              acc_reg <= acc_in;
              state <= PROCESSING1;
            end
            else begin
              o_busy <= 1'b0;
              state <= IDLE;
            end
          end else begin
            o_stb <= 1'b1;
            state <= OUTPUT_READY;
          end
        end
        default: state <= IDLE;
      endcase
    end
  end
endmodule
==> out/qor.log <==
[global_routing] vias in the first global route 5740
[drt] number of DRC violations after detailed routing 0
[clock_tree] clock sink count 119
[drt] wirelength, routed 17.9 mm
[synthesis] count of cell types in the netlist 60
[clock_tree] post-CTS clock slew at the launch and capture registers of the worst setup and hold paths 0.06 ns
[run] MaxCap Viol Count 0
[critical_path] startpoint of the worst setup timing path data_reg[2]
[run] OpenROAD warnings 26
[clock_tree] number of buffers added for setup after CTS 0
[synthesis] total of flip-flops plus latches after synthesis 119
[floorplanning] Die Wd 161 um
[pwr] leakage power 3.95 nW
[finish] storage element area 2380 um^2
[global_routing] largest net degree at the start of global routing 59
[critical_path] critical path start-end classification reg -> reg
[sta] minimum period implied by the final worst setup slack 4.86 ns
[critical_path] maximum fanout along the worst path 10
[status] status finished, final reports clean
[critical_path] WP data arrival 5.19 ns
[min_path] class of the tightest hold or removal check reg -> reg
[critical_path] data required time of the critical path 7.03 ns
[finish] share of final-layout standard cells stronger than drive strength 1 5.69%
[synthesis] EDFF count, synth 0
[floorplanning] Init Core Util 30.8%
[clock_tree] hold bufs inserted after CTS 0
[clock_tree] TritonCTS clock tree built
[finish] count of fill cells added during filler insertion 2472
[synthesis] most used flip-flop cell sky130_fd_sc_hd__dfxtp_1
[clock_tree] later-pin clock latency in the skew report 0.42 ns
[floorplanning] Floorplan Core Area 24500 um^2
[pwr] peak ir drop on the vdd network 0.162 mV
[synthesis] gate count of the mapped netlist 851
[clock_tree] post-CTS sizing 0
[pwr] Pwr per Cell Area 203 nW/um^2
[critical_path] Worst R2R Start data_reg[2]
[clock_tree] clock buffer depth 2
[floorplanning] I/O pin total 103
[synthesis] post-synthesis cell count from yosys 851
[clock_tree] Inserted Clock Buffers 17
[placed_design] Final HPWL DP 13.1 mm
[drt] via count normalized by instance count 4.73
[critical_path] reg-to-reg critical path endpoint mul_result[13]
[critical_path] number of cells on the worst reg-to-reg path 16
[clock_tree] number of levels the H-tree was split into 4
[sta] Fin. Hold Viols 0
[drt] count of TritonRoute iterations in the first routing pass 4
[global_routing] first-pass GRT wire length 29.4 mm
[sta] actual transition at the worst max-transition pin 0.905 ns
[finish] end-of-flow core utilization 38.6%
[placed_design] Port Buf Inserts 101
[drt] Routed Antenna Nets 0
[critical_path] slack of the worst reg-to-reg path 1.84 ns
[finish] number of standard cells in the final layout excluding fillers 1273
[sta] Tcrit/Tclk final 72.6%
[placed_design] Place WS 1.82 ns
[min_path] number of cells on the worst hold path 2
[finish] logic area 4810 um^2
[drt] post-detailed-route wirelength per cell 14.1 um
[synthesis] Cell Area, Synth 7560 um^2
[critical_path] type of destination of the critical path register
[drt] number of DRC markers after the initial detailed-route iteration 273
[global_routing] grt ovf 0
[floorplanning] chip area 25800 um^2
[drt] diodes inserted 0
[sta] tightest slew margin relative to the limit 39.1%
[floorplanning] std cell rows 57
[synthesis] warning count from the yosys run 1
[sta] Final TNS setup 0 ns
[sta] Max Clock Freq 206 MHz
[sta] final count of pins violating max slew 0
[global_routing] total global-route track usage 14.4%
[critical_path] endpoint of the worst setup timing path mul_result[13]
[clock_tree] clock root buffer sky130_fd_sc_hd__clkbuf_16
[floorplanning] y dimension of the die 161 um
[critical_path] startpoint kind of the worst setup timing path register
[sta] RSZ-0062 raised after global routing false
[synthesis] Yosys chip area 7560 um^2
[placed_design] final weighted congestion in routability-driven placement 0.848
[drt] vias 6023
[sta] minimum setup slack in the final design 1.84 ns
[finish] layout overhead on the synthesized area 25.2%
[global_routing] number of antenna violations at the first check in global routing 0
[synthesis] fraction of synthesis flops using an asynchronous set or reset pin 0%
[synthesis] Post-Syn Area per Cell 8.88 um^2
[sta] skew final 0.0107 ns
[sta] Setup violations, final 0
[sta] Worst Hold Margin 0.453 ns
[placed_design] number of cells in the design after placement 1241
[synthesis] post-synthesis sequential area ratio 31.5%
[synthesized netlist by cell type, types with 3 or more instances]
| cell | n | share of area, % |
|---|---|---|
| sky130_fd_sc_hd__nor2_1 | 127 | 6.3 |
| sky130_fd_sc_hd__dfxtp_1 | 119 | 32 |
| sky130_fd_sc_hd__mux2i_1 | 76 | 10 |
| sky130_fd_sc_hd__inv_1 | 54 | 2.7 |
| sky130_fd_sc_hd__and2_1 | 53 | 4.4 |
| sky130_fd_sc_hd__ha_1 | 52 | 8.6 |
| sky130_fd_sc_hd__nand2_1 | 48 | 2.4 |
| sky130_fd_sc_hd__fa_1 | 37 | 9.8 |
| sky130_fd_sc_hd__a21oi_1 | 36 | 2.4 |
| sky130_fd_sc_hd__clkbuf_1 | 34 | 1.7 |
| sky130_fd_sc_hd__a211oi_1 | 24 | 2.4 |
| sky130_fd_sc_hd__o21ai_0 | 20 | 1.3 |
| sky130_fd_sc_hd__xnor2_1 | 16 | 1.9 |
| sky130_fd_sc_hd__and3_1 | 12 | 0.99 |
| sky130_fd_sc_hd__a21o_1 | 10 | 0.99 |
| sky130_fd_sc_hd__a311oi_1 | 9 | 1.0 |
| sky130_fd_sc_hd__nand3_1 | 9 | 0.60 |
| sky130_fd_sc_hd__nor3_1 | 9 | 0.60 |
| sky130_fd_sc_hd__nand2b_1 | 8 | 0.66 |
| sky130_fd_sc_hd__xor2_1 | 8 | 0.93 |
| sky130_fd_sc_hd__nand4_1 | 7 | 0.58 |
| sky130_fd_sc_hd__nor2b_1 | 6 | 0.50 |
| sky130_fd_sc_hd__or3_1 | 6 | 0.50 |
| sky130_fd_sc_hd__buf_1 | 5 | 0.25 |
| sky130_fd_sc_hd__o21ai_1 | 5 | 0.33 |
| sky130_fd_sc_hd__a31oi_1 | 4 | 0.33 |
| sky130_fd_sc_hd__buf_2 | 4 | 0.26 |
| sky130_fd_sc_hd__o21a_1 | 4 | 0.40 |
| sky130_fd_sc_hd__o31ai_1 | 4 | 0.40 |
| sky130_fd_sc_hd__a221oi_1 | 3 | 0.35 |
| sky130_fd_sc_hd__nor4_1 | 3 | 0.25 |
| sky130_fd_sc_hd__or2_1 | 3 | 0.25 |
[kinds of logic after synthesis]
| group | Yosys count | synth area share [%] |
|---|---|---|
| AND-OR/OR-AND | 139 | 12.5 |
| XOR/XNOR | 24 | 2.78 |
| adder cells (fa/ha/maj) | 89 | 18.4 |
| flip-flops | 119 | 31.5 |
| buffers and inverters | 98 | 4.93 |
| AND/OR/NAND/NOR | 304 | 19.5 |
| multiplexers | 78 | 10.4 |
[worst max-delay path, cell delays in order (launching register included)]
cell                       delay, ns
sky130_fd_sc_hd__dfxtp_1        0.57
sky130_fd_sc_hd__nand2_1        0.12
sky130_fd_sc_hd__fa_1           0.48
sky130_fd_sc_hd__fa_1           0.56
sky130_fd_sc_hd__inv_1          0.06
sky130_fd_sc_hd__fa_1           0.53
sky130_fd_sc_hd__inv_1          0.06
sky130_fd_sc_hd__fa_1           0.54
sky130_fd_sc_hd__inv_1          0.05
sky130_fd_sc_hd__ha_1           0.34
sky130_fd_sc_hd__a21oi_1        0.16
sky130_fd_sc_hd__nor2b_1        0.06
sky130_fd_sc_hd__a31o_2         0.22
sky130_fd_sc_hd__o41ai_2        0.37
sky130_fd_sc_hd__o21ai_1        0.12
sky130_fd_sc_hd__mux2_1         0.32
sky130_fd_sc_hd__a311oi_1       0.24
[metal layers]
layer,global-route usage [%],share of wire [%],vias to the layer above
met3,2.92,3.9,12
met1,22.0,49,2811
met5,0,0,-
met4,1.72,1.0,0
li1,-,-,3103
met2,22.2,46,97
[worst min path at each step]
| stage | start | end | slack, ns |
|---|---|---|---|
| final | acc_reg[1] | acc_reg[1] | 0.45 |
| after global routing | mul_result[0] | mul_result[0] | 0.49 |
| after CTS | acc_reg[1] | acc_reg[1] | 0.46 |
[where the power goes]
part	internal, W	switching, W
sequential	0.000738	0.0000313
clock	0.000556	0.000371
combinational	0.000105	0.000118
total	0.00140	0.000520
[per-stage QoR]
step                      power (W)  cell area [um^2]
after floorplan            0.000920              7560
after global placement      0.00101              8870
after detailed placement    0.00101              8870
after CTS                   0.00194              9460
after global routing        0.00201              9460
final                       0.00192              9460
[final cells by class]
class | instances | share of cell area [%]
Clock inverter | 15 | 1.76
Inverter | 55 | 2.18
Tap cell | 324 | 4.28
Clock buffer | 17 | 4.49
Multi-Input combinational cell | 634 | 50.8
Sequential cell | 119 | 25.2
Timing Repair Buffer | 109 | 11.3
[cell usage in the layout (no fill, tap or decap), drive strengths merged, types with 3 or more instances in the layout]
cell | synthesis | layout
nor2 | 128 | 128
dfxtp | 119 | 119
clkdlybuf4s50 | 0 | 100
mux2i | 76 | 76
inv | 54 | 60
and2 | 53 | 53
ha | 52 | 52
nand2 | 48 | 48
fa | 37 | 37
a21oi | 36 | 36
o21ai | 26 | 26
a211oi | 24 | 24
clkbuf | 34 | 17
xnor2 | 16 | 16
and3 | 12 | 12
a21o | 10 | 10
a311oi | 10 | 10
nor3 | 9 | 9
nand3 | 9 | 9
buf | 9 | 9
nand2b | 8 | 8
xor2 | 8 | 8
nand4 | 7 | 7
nor2b | 6 | 6
or3 | 6 | 6
clkinv | 1 | 6
o21a | 5 | 5
or2 | 5 | 5
o31ai | 4 | 4
a31oi | 4 | 4
nor4 | 3 | 3
a221oi | 3 | 3
No activity file was given, so power comes from the tool's default toggle rates.
